<file path="./config.mk">
export PLATFORM = sky130hd
export DESIGN_NAME = lab4_2
export DESIGN_NICKNAME = lab4_2
export VERILOG_FILES = /design/flow/design.v
export SDC_FILE = /design/flow/constraint.sdc
export NUM_CORES = 4
export LEC_CHECK = 1
export CORE_UTILIZATION = 40
</file>
<file path="./constraint.sdc">
current_design lab4_2

set clk_period 5.4
set clk_io_pct 0.2

create_clock -name clk0 -period $clk_period [get_ports {CLK}]

set non_clock_inputs [all_inputs -no_clocks]
set_input_delay [expr $clk_period * $clk_io_pct] -clock clk0 $non_clock_inputs
set_output_delay [expr $clk_period * $clk_io_pct] -clock clk0 [all_outputs]
</file>
<file path="./design.v">
`timescale 1ns / 1ps
module lab4_2(
	input[3:0] userID, 
	input CLK, 
	input team,
	input [1:0] mode,
	output reg  [7:0] numPlyLP,
	output reg  [7:0] numPlyCF,
	output reg  teamWng,
	output reg capWngLP,
	output reg capWngCF,
	output reg findRes,
	output reg [3:0] listOut,
	output reg  listMode
    );
	reg [3:0] LogicPowerRam[0:4];
	reg [3:0] CengForceRam[0:4];
	integer counterLP;
	integer counterCF;
	initial begin
		numPlyLP = 8'd0;
		numPlyCF = 8'd0;
		teamWng = 1'b0;
		capWngLP = 1'b1;
		capWngCF = 1'b1;
		findRes = 1'b0;
		listMode = 1'b0;
		LogicPowerRam[0] = 4'b0000;
		LogicPowerRam[1] = 4'b0000;
		LogicPowerRam[2] = 4'b0000;
		LogicPowerRam[3] = 4'b0000;
		LogicPowerRam[4] = 4'b0000;
		CengForceRam[0] = 4'b0000;
		CengForceRam[1] = 4'b0000;
		CengForceRam[2] = 4'b0000;
		CengForceRam[3] = 4'b0000;
		CengForceRam[4] = 4'b0000;
		counterLP = 0;
		counterCF = 0;
	end
	always@(posedge CLK) begin
		if (mode == 2'b00) begin
			counterLP <= 0;
			counterCF <= 0;
			if (team != userID[3] || userID == 4'b0000) begin
				numPlyLP <= numPlyLP;
				numPlyCF <= numPlyCF;
				teamWng <= 1'b0;
				capWngLP <= capWngLP; 
				capWngCF <= capWngCF;
				findRes <= 1'b0;
				listMode <= 1'b0;
			end
			else begin
				case (userID)
					LogicPowerRam[0]: begin
						LogicPowerRam[0] <= 4'b0000;
						numPlyLP <= numPlyLP - 1;
						numPlyCF <= numPlyCF;
						teamWng <= 1'b0;
						capWngLP <= ((numPlyLP - 1 == 0) ? 1'b1 : 1'b0); 
						capWngCF <= capWngCF;
						findRes <= 1'b0;
						listMode <= 1'b0;
					end
					LogicPowerRam[1]: begin
						LogicPowerRam[1] <= 4'b0000;
						numPlyLP <= numPlyLP - 1;
						numPlyCF <= numPlyCF;
						teamWng <= 1'b0;
						capWngLP <= ((numPlyLP - 1 == 0) ? 1'b1 : 1'b0); 
						capWngCF <= capWngCF;
						findRes <= 1'b0;
						listMode <= 1'b0;				
					end
					LogicPowerRam[2]: begin
						LogicPowerRam[2] <= 4'b0000;
						numPlyLP <= numPlyLP - 1;
						numPlyCF <= numPlyCF;
						teamWng <= 1'b0;
						capWngLP <= ((numPlyLP - 1 == 0) ? 1'b1 : 1'b0); 
						capWngCF <= capWngCF;
						findRes <= 1'b0;
						listMode <= 1'b0;				
					end
					LogicPowerRam[3]: begin
						LogicPowerRam[3] <= 4'b0000;
						numPlyLP <= numPlyLP - 1;
						numPlyCF <= numPlyCF;
						teamWng <= 1'b0;
						capWngLP <= ((numPlyLP - 1 == 0) ? 1'b1 : 1'b0); 
						capWngCF <= capWngCF;
						findRes <= 1'b0;
						listMode <= 1'b0;
					end
					LogicPowerRam[4]: begin
						LogicPowerRam[4] <= 4'b0000;
						numPlyLP <= numPlyLP - 1;
						numPlyCF <= numPlyCF;
						teamWng <= 1'b0;
						capWngLP <= ((numPlyLP - 1 == 0) ? 1'b1 : 1'b0); 
						capWngCF <= capWngCF;
						findRes <= 1'b0;
						listMode <= 1'b0;				
					end
					CengForceRam[0]: begin
						CengForceRam[0] <= 4'b0000;
						numPlyLP <= numPlyLP;
						numPlyCF <= numPlyCF - 1;
						teamWng <= 1'b0;
						capWngLP <= capWngLP;
						capWngCF <= ((numPlyCF - 1 == 0) ? 1'b1 : 1'b0); 
						findRes <= 1'b0;
						listMode <= 1'b0;
					end
					CengForceRam[1]: begin
						CengForceRam[1] <= 4'b0000;
						numPlyLP <= numPlyLP;
						numPlyCF <= numPlyCF - 1;
						teamWng <= 1'b0;
						capWngLP <= capWngLP;
						capWngCF <= ((numPlyCF - 1 == 0) ? 1'b1 : 1'b0); 
						findRes <= 1'b0;
						listMode <= 1'b0;
					end
					CengForceRam[2]: begin
						CengForceRam[2] <= 4'b0000;
						numPlyLP <= numPlyLP;
						numPlyCF <= numPlyCF - 1;
						teamWng <= 1'b0;
						capWngLP <= capWngLP;
						capWngCF <= ((numPlyCF - 1 == 0) ? 1'b1 : 1'b0); 
						findRes <= 1'b0;
						listMode <= 1'b0;
					end
					CengForceRam[3]: begin
						CengForceRam[3] <= 4'b0000;
						numPlyLP <= numPlyLP;
						numPlyCF <= numPlyCF - 1;
						teamWng <= 1'b0;
						capWngLP <= capWngLP;
						capWngCF <= ((numPlyCF - 1 == 0) ? 1'b1 : 1'b0); 
						findRes <= 1'b0;
						listMode <= 1'b0;
					end
					CengForceRam[4]: begin
						CengForceRam[4] <= 4'b0000;
						numPlyLP <= numPlyLP;
						numPlyCF <= numPlyCF - 1;
						teamWng <= 1'b0;
						capWngLP <= capWngLP;
						capWngCF <= ((numPlyCF - 1 == 0) ? 1'b1 : 1'b0); 
						findRes <= 1'b0;
						listMode <= 1'b0;
					end
				endcase
			end
		end
		else if (mode == 2'b01) begin
			counterLP <= 0;
			counterCF <= 0;
			if (userID == 4'b0000) begin
				numPlyLP <= numPlyLP;
				numPlyCF <= numPlyCF;
				teamWng <= 1'b0;
				capWngLP <= capWngLP;
				capWngCF <= capWngCF;
				findRes <= 1'b0;
				listMode <= 1'b0;
			end
			else if (team != userID[3]) begin
				numPlyLP <= numPlyLP;
				numPlyCF <= numPlyCF;
				teamWng <= 1'b1;
				capWngLP <= capWngLP;
				capWngCF <= capWngCF;
				findRes <= 1'b0;
				listMode <= 1'b0;
			end
			else begin
				if (team == 1'b0) begin
					if (numPlyLP >= 8'd5) begin
							numPlyLP <= numPlyLP;
							numPlyCF <= numPlyCF;
							teamWng <= 1'b0;
							capWngLP <= 1'b1;
							capWngCF <= capWngCF;
							findRes <= 1'b0;
							listMode <= 1'b0;			
					end
					else begin
						if (LogicPowerRam[0] == userID
						 || LogicPowerRam[1] == userID
						 || LogicPowerRam[2] == userID
						 || LogicPowerRam[3] == userID
						 || LogicPowerRam[4] == userID) begin
							numPlyLP <= numPlyLP;
							numPlyCF <= numPlyCF;
							teamWng <= 1'b0;
							capWngLP <= capWngLP;
							capWngCF <= capWngCF;
							findRes <= 1'b0;
							listMode <= 1'b0;					 
						end
						else begin
							if (LogicPowerRam[0] == 4'b0000) begin
								LogicPowerRam[0] <= userID;
								numPlyLP <= numPlyLP + 1;
								numPlyCF <= numPlyCF;
								teamWng <= 1'b0;
								capWngLP <= ((numPlyLP + 1 == 5) ? 1'b1 : 1'b0);
								capWngCF <= capWngCF;
								findRes <= 1'b0;
								listMode <= 1'b0;
							end
							else if (LogicPowerRam[1] == 4'b0000) begin
								LogicPowerRam[1] <= userID;
								numPlyLP <= numPlyLP + 1;
								numPlyCF <= numPlyCF;
								teamWng <= 1'b0;
								capWngLP <= ((numPlyLP + 1 == 5) ? 1'b1 : 1'b0);
								capWngCF <= capWngCF;
								findRes <= 1'b0;
								listMode <= 1'b0;								
							end
							else if (LogicPowerRam[2] == 4'b0000) begin
								LogicPowerRam[2] <= userID;
								numPlyLP <= numPlyLP + 1;
								numPlyCF <= numPlyCF;
								teamWng <= 1'b0;
								capWngLP <= ((numPlyLP + 1 == 5) ? 1'b1 : 1'b0);
								capWngCF <= capWngCF;
								findRes <= 1'b0;
								listMode <= 1'b0;
							end
							else if (LogicPowerRam[3] == 4'b0000) begin
								LogicPowerRam[3] <= userID;
								numPlyLP <= numPlyLP + 1;
								numPlyCF <= numPlyCF;
								teamWng <= 1'b0;
								capWngLP <= ((numPlyLP + 1 == 5) ? 1'b1 : 1'b0);
								capWngCF <= capWngCF;
								findRes <= 1'b0;
								listMode <= 1'b0;
							end
							else begin
								LogicPowerRam[4] <= userID;
								numPlyLP <= numPlyLP + 1;
								numPlyCF <= numPlyCF;
								teamWng <= 1'b0;
								capWngLP <= ((numPlyLP + 1 == 5) ? 1'b1 : 1'b0);
								capWngCF <= capWngCF;
								findRes <= 1'b0;
								listMode <= 1'b0;
							end
						end
					end	
				end
				else begin
					if (numPlyCF >= 8'd5) begin
							numPlyLP <= numPlyLP;
							numPlyCF <= numPlyCF;
							teamWng <= 1'b0;
							capWngLP <= capWngLP;
							capWngCF <= 1'b1;
							findRes <= 1'b0;
							listMode <= 1'b0;			
					end
					else begin
						if (CengForceRam[0] == userID
						 || CengForceRam[1] == userID
						 || CengForceRam[2] == userID
						 || CengForceRam[3] == userID
						 || CengForceRam[4] == userID) begin
							numPlyLP <= numPlyLP;
							numPlyCF <= numPlyCF;
							teamWng <= 1'b0;
							capWngLP <= capWngLP;
							capWngCF <= capWngCF;
							findRes <= 1'b0;
							listMode <= 1'b0;					 
						end
						else begin
							if (CengForceRam[0] == 4'b0000) begin
								CengForceRam[0] <= userID;
								numPlyLP <= numPlyLP;
								numPlyCF <= numPlyCF + 1;
								teamWng <= 1'b0;
								capWngLP <= capWngLP;
								capWngCF <= ((numPlyCF + 1 == 5) ? 1'b1 : 1'b0);
								findRes <= 1'b0;
								listMode <= 1'b0;
							end
							else if (CengForceRam[1] == 4'b0000) begin
								CengForceRam[1] <= userID;
								numPlyLP <= numPlyLP;
								numPlyCF <= numPlyCF + 1;
								teamWng <= 1'b0;
								capWngLP <= capWngLP;
								capWngCF <= ((numPlyCF + 1 == 5) ? 1'b1 : 1'b0);
								findRes <= 1'b0;
								listMode <= 1'b0;							
							end
							else if (CengForceRam[2] == 4'b0000) begin
								CengForceRam[2] <= userID;
								numPlyLP <= numPlyLP;
								numPlyCF <= numPlyCF + 1;
								teamWng <= 1'b0;
								capWngLP <= capWngLP;
								capWngCF <= ((numPlyCF + 1 == 5) ? 1'b1 : 1'b0);
								findRes <= 1'b0;
								listMode <= 1'b0;
							end
							else if (CengForceRam[3] == 4'b0000) begin
								CengForceRam[3] <= userID;
								numPlyLP <= numPlyLP;
								numPlyCF <= numPlyCF + 1;
								teamWng <= 1'b0;
								capWngLP <= capWngLP;
								capWngCF <= ((numPlyCF + 1 == 5) ? 1'b1 : 1'b0);
								findRes <= 1'b0;
								listMode <= 1'b0;
							end
							else begin
								CengForceRam[4] <= userID;
								numPlyLP <= numPlyLP;
								numPlyCF <= numPlyCF + 1;
								teamWng <= 1'b0;
								capWngLP <= capWngLP;
								capWngCF <= ((numPlyCF + 1 == 5) ? 1'b1 : 1'b0);
								findRes <= 1'b0;
								listMode <= 1'b0;
							end
						end
					end				
				end
			end
		end
		else if (mode == 2'b10) begin
			counterLP <= 0;
			counterCF <= 0;
			if (userID == LogicPowerRam[0] || userID == CengForceRam[0]
			 || userID == LogicPowerRam[1] || userID == CengForceRam[1]
			 || userID == LogicPowerRam[2] || userID == CengForceRam[2]
			 || userID == LogicPowerRam[3] || userID == CengForceRam[3]
			 || userID == LogicPowerRam[4] || userID == CengForceRam[4]) begin
				numPlyLP <= numPlyLP;
				numPlyCF <= numPlyCF;
				teamWng <= 1'b0;
				capWngLP <= capWngLP;
				capWngCF <= capWngCF;
				findRes <= 1'b1;
				listMode <= 1'b0;
			end
			else begin
				numPlyLP <= numPlyLP;
				numPlyCF <= numPlyCF;
				teamWng <= 1'b0;
				capWngLP <= capWngLP;
				capWngCF <= capWngCF;
				findRes <= 1'b0;
				listMode <= 1'b0;
			end
		end
		else begin
			if (team == 1'b0) begin
				numPlyLP <= numPlyLP;
				numPlyCF <= numPlyCF;
				teamWng <= 1'b0;
				capWngLP <= capWngLP;
				capWngCF <= capWngCF;
				findRes <= 1'b0;
				listOut <= LogicPowerRam[counterLP];
				listMode <= 1'b1;
				counterLP <= ((counterLP == 4) ? 0 : (counterLP + 1));
			end
			else begin
				numPlyLP <= numPlyLP;
				numPlyCF <= numPlyCF;
				teamWng <= 1'b0;
				capWngLP <= capWngLP;
				capWngCF <= capWngCF;
				findRes <= 1'b0;
				listOut <= CengForceRam[counterCF];
				listMode <= 1'b1;
				counterCF <= ((counterCF == 4) ? 0 : (counterCF + 1));
			end
		end
	end
endmodule
</file>
<file path="./run.sh">
#!/bin/bash
# OpenROAD 26Q1-2900-gdf79404cd8, Yosys 0.63+post, stock flow scripts
make -C /OpenROAD-flow-scripts/flow DESIGN_CONFIG=/design/flow/config.mk WORK_HOME=/design/flow/orfs finish
</file>
==> results.txt <==
run metrics: outcome=complete, no violations, largest net degree at the start of global routing=38, clock-pin slew on the worst setup and hold paths=roughly 0.06 ns, Starting Density=41.4%, Slew HR=between 40% and 50%, mapped cell area=between 6000 and 7000 sq um, crit path DRT=approximately 5.4 ns, Reg2Reg Setup Slack=~2.6 ns, Worst VDD drop=roughly 0.00022 V, unrepaired setup endpoints after global routing=false, RR Startpoint=numPlyLP[1]$_DFFE_PP_, Layout area overhead=15.4%, sequential cell area=approximately 3200 sq um, cts repair resizes=0, DRC=0, HPWL Detailed=between 10,000 and 15,000 um, fin crit share=around two thirds, logic area=around 3500 sq um, DRT met1 WL=between 7000 and 8000 um, vias in the first global route=5,113, max cap viols=0, Worst Setup SP=userID[3], Max Slew Vio Count=0, 1st-iter DRT viols=285, Worst R2R Path Depth=8, Hold Vio Cnt, Final=0, DRT antenna net count=0, synth unique cells=57, Max Root-Sink Buffers=2, CTS tree=built, GPL Wtd Cong=roughly 0.94, die width=approximately 130 um, Finished Layout Cells=between 900 and 1,000, yosys cell count=729, total grt overflow=0, Final Util=approximately 48%, CTS Buf Count=17, Worst R2R End=LogicPowerRam[2][1]$_DFFE_PP_, Core Box Area=16,800 sq um, Syn. warnings=3, pre-CTS setup slack=approximately 1.3 ns, die extent in y=134 um, port bufs=32, DR WL met2=6820 um, Setup crit start kind=primary input, Synth Seq Share=between 40% and 50%, setup bufs post-CTS=0, Detailed Routing Iterations Pass 1=5, Routed met3 length=roughly 980 um, IO Count=33, setup TNS=0 ns, Layout Skew=around 0.0076 ns, yosys stat area=roughly 6900 sq um, power per cell area=around 280 nW/um^2, Synth flops=roughly 130, flip-flops with a built-in enable=65, f_max=271 MHz, top sig layer=met4, OpenROAD warnings=37, crit path DAT=between 3 and 4 ns, hold crit path type=reg -> reg, hold_buf cts=0, Setup WS post-layout=roughly 1.7 ns, insertion delay at the late pin of the worst-skew pair=0.41 ns, crit path time final=around 3.7 ns, Root Driver=clkbuf_16, Setup Crit Path Kind=in -> reg, die area=between 15,000 and 20,000 sq um, layout cell share with drive strength beyond 1=6.37%, routed vias=about 5,500, first-pass GRT wire length=between 20,000 and 30,000 um, Final setup viols=0, Synth Instances=729, Critical Path Sink Type=register, clock sinks=129, final wirelength=roughly 15,000 um, Synth Flop Type=edfxtp_1, Fillers=1,515, antenna cells=0, Mean Syn Cell Area=9.52 sq um, initial antenna violation count=0, Site Rows=~47, asr flop ratio synth=0%, drt wl/cell=around 15 um, Worst Setup EP=LogicPowerRam[2][1]$_DFFE_PP_, total power=about 2200 uW, H-tree Lvls=4, vias per cell=5.51, Slew @ Worst Pin=0.809 ns, Total GRT Usage=around 18%, P_leak=0.00263 uW, Cells after DPL=957, peak fanout along the critical path=15
cell type report:
class / instances / share of cell area, %
multi-input combinational: 547 / 43.7
sequential: 129 / 40.4
clock buffer: 21 / 5.89
timing repair buffer: 37 / 4.47
tap: 220 / 3.44
inverter: 24 / 1.13
clock inverter: 11 / 0.985
layout by cell type (no fill, tap or decap), types with 4 or more instances in the layout:
cell type,synthesis,final
nand2_1,41,41
a21oi_1,27,27
inv_1,24,24
xnor2_1,72,72
mux2i_1,6,6
nor2_1,104,104
dfxtp_1,64,64
xor2_1,41,41
nand4_1,35,35
a221oi_1,4,4
clkdlybuf4s50_1,0,32
nor4_1,28,28
nand3_1,40,40
clkbuf_16,0,17
ha_1,18,18
and4_1,9,9
or3_1,9,9
or2_2,4,4
and3_1,8,8
edfxtp_1,65,65
a22oi_1,9,9
clkinv_4,0,4
o21ai_0,20,20
and2_1,8,8
nor3_1,14,14
o2111ai_1,4,4
buf_4,4,5
registers in the layout, indices dropped and copies added (netlist names):
name,cells
counterLP,32
numPlyCF,8
listOut,4
listMode,1
LogicPowerRam,20
capWngCF,1
counterCF,32
teamWng,1
CengForceRam,20
numPlyLP,8
findRes,1
capWngLP,1
cell families (layout without fill, tap and decap cells):
logic type | Yosys count | after routing | share of synthesized area [%]
buffers and inverters | 53 | 93 | 3.23
DFF | 129 | 129 | 46.6
and+or+nand+nor | 322 | 322 | 23.6
xor gates and xnor gates | 113 | 113 | 14.3
AOI/OAI and AO/OA | 88 | 88 | 8.17
muxes | 6 | 6 | 0.866
adders and majority gates | 18 | 18 | 3.25
power breakdown:
part           total [uW]  switching (uW)  internal (uW)
clock network        1050             421            626
registers            1050            8.01           1040
logic                 123            74.6           48.5
total                2220             503           1710
synthesized netlist by cell type, types with 2 or more instances:
cell | n | area (sq um)
nor3_1 | 14 | 70.1
mux2i_1 | 6 | 60.1
a31oi_1 | 2 | 12.5
xor2_1 | 41 | 359
xnor2_1 | 72 | 631
nor2_1 | 104 | 390
a221oi_1 | 4 | 35.0
or2_2 | 4 | 25.0
edfxtp_1 | 65 | 1950
nand3b_1 | 2 | 15.0
nor2b_1 | 2 | 12.5
dfxtp_1 | 64 | 1280
a21o_1 | 2 | 15.0
o32ai_1 | 2 | 17.5
nand4_1 | 35 | 219
and3b_1 | 2 | 17.5
a22oi_1 | 9 | 67.6
ha_1 | 18 | 225
buf_4 | 4 | 30.0
nand4b_1 | 2 | 17.5
inv_1 | 24 | 90.1
nor4_1 | 28 | 175
nor3b_1 | 2 | 15.0
a32oi_1 | 3 | 26.3
and3_1 | 8 | 50.1
or3_1 | 9 | 56.3
nor4b_1 | 2 | 17.5
nand2b_1 | 2 | 12.5
nand2_1 | 41 | 154
a211oi_1 | 3 | 22.5
o2111ai_1 | 4 | 35.0
o22ai_1 | 2 | 12.5
and2_1 | 8 | 50.1
buf_1 | 3 | 11.3
or4_1 | 2 | 15.0
o21ai_0 | 20 | 100
o31ai_1 | 3 | 22.5
and4_1 | 9 | 78.8
a21oi_1 | 27 | 135
nand3_1 | 40 | 200
clkbuf_1 | 19 | 71.3
critical path, stage by stage:
cell and delay (ns):
clkdlybuf4s50_1 0.95, xnor2_1 0.16, nand4_1 0.15, nand4_1 0.15
nor2_1 0.30, a31oi_1 0.23, nor4_1 0.72
how the worst min path moves through the flow:
stage / startpoint / endpoint / slack, ns / depth (start not counted)
CTS: counterCF[31]$_SDFFE_PP0P_ / counterCF[31]$_SDFFE_PP0P_ / 0.50 / 2
global route: counterCF[31]$_SDFFE_PP0P_ / counterCF[31]$_SDFFE_PP0P_ / 0.53 / 2
finish: counterCF[31]$_SDFFE_PP0P_ / counterCF[31]$_SDFFE_PP0P_ / 0.49 / 2
per-layer routing:
layer,GRT usage [%],up-vias
li1,-,2683
met1,28.2,2563
met2,27.0,176
met3,5.17,29
met4,3.72,0
met5,0,-
through the flow:
step / hold WS, ns / instance area, sq um
after floorplan: 0.459 / 6940
after global placement: 0.469 / 7450
after detailed placement: 0.491 / 7450
final: 0.494 / 8010
after CTS: 0.499 / 8010
after global routing: 0.534 / 8010
Power and IR drop assume default switching activity.
