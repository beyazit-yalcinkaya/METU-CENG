### flow/design.v
`timescale 1ns / 1ps
module Elevator(input CLK,
					input [1:0] mode,
					input [3:0] request,
					output reg[3:0] currentFloor1,
					output reg[3:0] currentFloor2,
					output reg doorOpen1, 
					output reg doorOpen2, 
					output reg [3:0] listingLeds,
					output reg listBusy,
					output reg state);
reg [3:0] taskPool[0:7];
reg [3:0] currentTask1;
reg [3:0] currentTask2;
integer i; 
integer j; 
initial begin
	currentFloor1[3:0] = 1;
	currentFloor2[3:0] = 1;
	doorOpen1=1;
	doorOpen2=1;
	listingLeds=4'b0000;
	listBusy = 0;
	state = 0;
	taskPool[0] = 0;
   taskPool[1] = 0;
   taskPool[2] = 0;
   taskPool[3] = 0;
   taskPool[4] = 0;
   taskPool[5] = 0;
   taskPool[6] = 0;
   taskPool[7] = 0;
	currentTask1 = 0;
	currentTask2 = 0;
   i = 0;
   j = 0;
end
always@(posedge CLK) begin
	if (state == 0) begin
		if (mode == 0) begin
			if (taskPool[0] != request && taskPool[1] != request &&
				 taskPool[2] != request && taskPool[3] != request &&
				 taskPool[4] != request && taskPool[5] != request &&
				 taskPool[6] != request && taskPool[7] != request && i < 8) begin
				state <= 0;
				listBusy <= 0;
				listingLeds <= 0;
				doorOpen1 <= doorOpen1;
				doorOpen2 <= doorOpen2;
				currentFloor1 <= currentFloor1;
				currentFloor2 <= currentFloor2;
				currentTask1 <= 0;
				currentTask2 <= 0;	
				taskPool[i] <= request;
				i <= i + 1;
				j <= 0;
			end
		end
		else if (mode == 1) begin
			if (i > j) begin
				state <= 0;
				listBusy <= 1;
				listingLeds <= taskPool[j];
				doorOpen1 <= doorOpen1;
				doorOpen2 <= doorOpen2;
				currentFloor1 <= currentFloor1;
				currentFloor2 <= currentFloor2;
				currentTask1 <= 0;
				currentTask2 <= 0;
				i <= i;
				j <= j + 1;
			end
			else begin
				state <= 0;
				listBusy <= 0;
				listingLeds <= 0;
				doorOpen1 <= doorOpen1;
				doorOpen2 <= doorOpen2;
				currentFloor1 <= currentFloor1;
				currentFloor2 <= currentFloor2;
				currentTask1 <= 0;
				currentTask2 <= 0;
				i <= i;
				j <= 0;
			end
		end
		else if (mode == 2) begin
			if (taskPool[0] == request) begin
				state <= 0;
				listBusy <= 0;
				listingLeds <= 0;
				doorOpen1 <= doorOpen1;
				doorOpen2 <= doorOpen2;
				currentFloor1 <= currentFloor1;
				currentFloor2 <= currentFloor2;	
				currentTask1 <= 0;
				currentTask2 <= 0;			
				taskPool[0] <= taskPool[1];				
				taskPool[1] <= taskPool[2];				
				taskPool[2] <= taskPool[3];				
				taskPool[3] <= taskPool[4];
				taskPool[4] <= taskPool[5];
				taskPool[5] <= taskPool[6];
				taskPool[6] <= taskPool[7];
				taskPool[7] <= 0;
				i <= i - 1;
				j <= 0;
			end
			else if (taskPool[1] == request) begin
				state <= 0;
				listBusy <= 0;
				listingLeds <= 0;
				doorOpen1 <= doorOpen1;
				doorOpen2 <= doorOpen2;
				currentFloor1 <= currentFloor1;
				currentFloor2 <= currentFloor2;	
				currentTask1 <= 0;
				currentTask2 <= 0;			
				taskPool[0] <= taskPool[0];				
				taskPool[1] <= taskPool[2];				
				taskPool[2] <= taskPool[3];				
				taskPool[3] <= taskPool[4];
				taskPool[4] <= taskPool[5];
				taskPool[5] <= taskPool[6];
				taskPool[6] <= taskPool[7];
				taskPool[7] <= 0;
				i <= i - 1;
				j <= 0;
			end
			else if (taskPool[2] == request) begin
				state <= 0;
				listBusy <= 0;
				listingLeds <= 0;
				doorOpen1 <= doorOpen1;
				doorOpen2 <= doorOpen2;
				currentFloor1 <= currentFloor1;
				currentFloor2 <= currentFloor2;
				currentTask1 <= 0;
				currentTask2 <= 0;				
				taskPool[0] <= taskPool[0];				
				taskPool[1] <= taskPool[1];				
				taskPool[2] <= taskPool[3];				
				taskPool[3] <= taskPool[4];
				taskPool[4] <= taskPool[5];
				taskPool[5] <= taskPool[6];
				taskPool[6] <= taskPool[7];
				taskPool[7] <= 0;
				i <= i - 1;
				j <= 0;
			end
			else if (taskPool[3] == request) begin
				state <= 0;
				listBusy <= 0;
				listingLeds <= 0;
				doorOpen1 <= doorOpen1;
				doorOpen2 <= doorOpen2;
				currentFloor1 <= currentFloor1;
				currentFloor2 <= currentFloor2;
				currentTask1 <= 0;
				currentTask2 <= 0;			
				taskPool[0] <= taskPool[0];				
				taskPool[1] <= taskPool[1];				
				taskPool[2] <= taskPool[2];				
				taskPool[3] <= taskPool[4];
				taskPool[4] <= taskPool[5];
				taskPool[5] <= taskPool[6];
				taskPool[6] <= taskPool[7];
				taskPool[7] <= 0;
				i <= i - 1;
				j <= 0;
			end
			else if (taskPool[4] == request) begin
				state <= 0;
				listBusy <= 0;
				listingLeds <= 0;
				doorOpen1 <= doorOpen1;
				doorOpen2 <= doorOpen2;
				currentFloor1 <= currentFloor1;
				currentFloor2 <= currentFloor2;
				currentTask1 <= 0;
				currentTask2 <= 0;			
				taskPool[0] <= taskPool[0];				
				taskPool[1] <= taskPool[1];				
				taskPool[2] <= taskPool[2];				
				taskPool[3] <= taskPool[3];
				taskPool[4] <= taskPool[5];
				taskPool[5] <= taskPool[6];
				taskPool[6] <= taskPool[7];
				taskPool[7] <= 0;
				i <= i - 1;
				j <= 0;
			end
			else if (taskPool[5] == request) begin
				state <= 0;
				listBusy <= 0;
				listingLeds <= 0;
				doorOpen1 <= doorOpen1;
				doorOpen2 <= doorOpen2;
				currentFloor1 <= currentFloor1;
				currentFloor2 <= currentFloor2;
				currentTask1 <= 0;
				currentTask2 <= 0;			
				taskPool[0] <= taskPool[0];				
				taskPool[1] <= taskPool[1];				
				taskPool[2] <= taskPool[2];				
				taskPool[3] <= taskPool[3];
				taskPool[4] <= taskPool[4];
				taskPool[5] <= taskPool[6];
				taskPool[6] <= taskPool[7];
				taskPool[7] <= 0;
				i <= i - 1;
				j <= 0;
			end
			else if (taskPool[6] == request) begin
				state <= 0;
				listBusy <= 0;
				listingLeds <= 0;
				doorOpen1 <= doorOpen1;
				doorOpen2 <= doorOpen2;
				currentFloor1 <= currentFloor1;
				currentFloor2 <= currentFloor2;
				currentTask1 <= 0;
				currentTask2 <= 0;				
				taskPool[0] <= taskPool[0];				
				taskPool[1] <= taskPool[1];				
				taskPool[2] <= taskPool[2];				
				taskPool[3] <= taskPool[3];
				taskPool[4] <= taskPool[4];
				taskPool[5] <= taskPool[5];
				taskPool[6] <= taskPool[7];
				taskPool[7] <= 0;
				i <= i - 1;
				j <= 0;
			end
			else if (taskPool[7] == request) begin
				state <= 0;
				listBusy <= 0;
				listingLeds <= 0;
				doorOpen1 <= doorOpen1;
				doorOpen2 <= doorOpen2;
				currentFloor1 <= currentFloor1;
				currentFloor2 <= currentFloor2;
				currentTask1 <= 0;
				currentTask2 <= 0;			
				taskPool[0] <= taskPool[0];				
				taskPool[1] <= taskPool[1];				
				taskPool[2] <= taskPool[2];				
				taskPool[3] <= taskPool[3];
				taskPool[4] <= taskPool[4];
				taskPool[5] <= taskPool[5];
				taskPool[6] <= taskPool[6];
				taskPool[7] <= 0;
				i <= i - 1;
				j <= 0;
			end
		end
		else if (mode == 3) begin
			listBusy <= 0;
			listingLeds <= 0;
			currentTask1 <= taskPool[0];
			currentTask2 <= taskPool[1];			
			taskPool[0] <= taskPool[2];				
			taskPool[1] <= taskPool[3];				
			taskPool[2] <= taskPool[4];				
			taskPool[3] <= taskPool[5];
			taskPool[4] <= taskPool[6];
			taskPool[5] <= taskPool[7];
			taskPool[6] <= 0;
			taskPool[7] <= 0;
			j <= 0;
			if (taskPool[0] != 0 && taskPool[1] != 0) begin
				i <= i - 2;
				state <= 1;
				doorOpen1 <= 0;
				doorOpen2 <= 0;
				if (taskPool[0] > currentFloor1) currentFloor1 <= currentFloor1 + 1;
				else if (taskPool[0] < currentFloor1) currentFloor1 <= currentFloor1 - 1;
				if (taskPool[1] > currentFloor2) currentFloor2 <= currentFloor2 + 1;
				else if (taskPool[1] < currentFloor2) currentFloor2 <= currentFloor2 - 1;
				if ((taskPool[0] == currentFloor1 || taskPool[0] == currentFloor1 - 1 ||taskPool[0] == currentFloor1 + 1) &&
					 (taskPool[1] == currentFloor2 || taskPool[1] == currentFloor2 - 1 ||taskPool[1] == currentFloor2 + 1)) begin
					if (i == 2) state <= 0;
					doorOpen1 <= 1;
					doorOpen2 <= 1;
					currentTask1 <= 0;
					currentTask2 <= 0;
				end
				else if (taskPool[0] == currentFloor1 || taskPool[0] == currentFloor1 - 1 ||taskPool[0] == currentFloor1 + 1) begin
					doorOpen1 <= 1;
					currentTask1 <= 0;
				end
				else if (taskPool[1] == currentFloor2 || taskPool[1] == currentFloor2 - 1 ||taskPool[1] == currentFloor2 + 1) begin
					doorOpen2 <= 1;
					currentTask2 <= 0;
				end
			end
			else if (taskPool[0] != 0) begin
				i <= i - 1;
				state <= 1;
				doorOpen1 <= 0;
				doorOpen2 <= 1;
				if (taskPool[0] > currentFloor1) currentFloor1 <= currentFloor1 + 1;
				else if (taskPool[0] < currentFloor1) currentFloor1 <= currentFloor1 - 1;
				if (taskPool[0] == currentFloor1 || taskPool[0] == currentFloor1 - 1 ||taskPool[0] == currentFloor1 + 1) begin
					if (i == 1) state <= 0;
					doorOpen1 <= 1;
					currentTask1 <= 0;
				end
			end
			else begin
				i <= i;
				state <= 0;
				doorOpen1 <= 1;
				doorOpen2 <= 1;
			end
			if (i > 2) state <= 1;
		end
	end
	else if (state == 1) begin
		listBusy <= 0;
		listingLeds <= 0;
		if (currentTask1 == 0 && currentTask2 == 0) begin
			currentTask1 <= taskPool[0];
			currentTask2 <= taskPool[1];			
			taskPool[0] <= taskPool[2];				
			taskPool[1] <= taskPool[3];				
			taskPool[2] <= taskPool[4];				
			taskPool[3] <= taskPool[5];
			taskPool[4] <= taskPool[6];
			taskPool[5] <= taskPool[7];
			taskPool[6] <= 0;
			taskPool[7] <= 0;
			j <= 0;
			if (taskPool[0] != 0 && taskPool[1] != 0) begin
				i <= i - 2;
				state <= 1;
				doorOpen1 <= 0;
				doorOpen2 <= 0;
				if (taskPool[0] > currentFloor1) currentFloor1 <= currentFloor1 + 1;
				else if (taskPool[0] < currentFloor1) currentFloor1 <= currentFloor1 - 1;
				if (taskPool[1] > currentFloor2) currentFloor2 <= currentFloor2 + 1;
				else if (taskPool[1] < currentFloor2) currentFloor2 <= currentFloor2 - 1;
				if ((taskPool[0] == currentFloor1 || taskPool[0] == currentFloor1 - 1 ||taskPool[0] == currentFloor1 + 1) &&
					 (taskPool[1] == currentFloor2 || taskPool[1] == currentFloor2 - 1 ||taskPool[1] == currentFloor2 + 1)) begin
					if (i == 2) state <= 0;
					doorOpen1 <= 1;
					doorOpen2 <= 1;
					currentTask1 <= 0;
					currentTask2 <= 0;
				end
				else if (taskPool[0] == currentFloor1 || taskPool[0] == currentFloor1 - 1 ||taskPool[0] == currentFloor1 + 1) begin
					doorOpen1 <= 1;
					currentTask1 <= 0;
				end
				else if (taskPool[1] == currentFloor2 || taskPool[1] == currentFloor2 - 1 ||taskPool[1] == currentFloor2 + 1) begin
					doorOpen2 <= 1;
					currentTask2 <= 0;
				end
			end
			else if (taskPool[0] != 0) begin
				i <= i - 1;
				state <= 1;
				doorOpen1 <= 0;
				doorOpen2 <= 1;
				if (taskPool[0] > currentFloor1) currentFloor1 <= currentFloor1 + 1;
				else if (taskPool[0] < currentFloor1) currentFloor1 <= currentFloor1 - 1;
				if (taskPool[0] == currentFloor1 || taskPool[0] == currentFloor1 - 1 ||taskPool[0] == currentFloor1 + 1) begin
					if (i == 1) state <= 0;
					doorOpen1 <= 1;
					currentTask1 <= 0;
				end
			end
			else begin
				i <= i;
				state <= 0;
				doorOpen1 <= 1;
				doorOpen2 <= 1;
			end
			if (i > 2) state <= 1;
		end
		else if (currentTask1 == 0) begin
			currentTask1 <= taskPool[0];		
			taskPool[0] <= taskPool[1];				
			taskPool[1] <= taskPool[2];				
			taskPool[2] <= taskPool[3];				
			taskPool[3] <= taskPool[4];
			taskPool[4] <= taskPool[5];
			taskPool[5] <= taskPool[6];
			taskPool[6] <= taskPool[7];
			taskPool[7] <= 0;
			j <= 0;
			if (currentTask2 > currentFloor2) currentFloor2 <= currentFloor2 + 1;
			else if (currentTask2 < currentFloor2) currentFloor2 <= currentFloor2 - 1;
			if (taskPool[0] != 0) begin
				i <= i - 1;
				state <= 1;
				doorOpen1 <= 0;
				if (taskPool[0] > currentFloor1) currentFloor1 <= currentFloor1 + 1;
				else if (taskPool[0] < currentFloor1) currentFloor1 <= currentFloor1 - 1;	
				if ((taskPool[0] == currentFloor1 || taskPool[0] == currentFloor1 - 1 ||taskPool[0] == currentFloor1 + 1) &&
					 (currentTask2 == currentFloor2 || currentTask2 == currentFloor2 - 1 || currentTask2 == currentFloor2 + 1)) begin
					if (i == 1) state <= 0;
					doorOpen1 <= 1;
					doorOpen2 <= 1;
					currentTask1 <= 0;
					currentTask2 <= 0;
				end
				else if (taskPool[0] == currentFloor1 || taskPool[0] == currentFloor1 - 1 ||taskPool[0] == currentFloor1 + 1) begin
					doorOpen1 <= 1;
					currentTask1 <= 0;
				end
				else if (currentTask2 == currentFloor2 || currentTask2 == currentFloor2 - 1 || currentTask2 == currentFloor2 + 1) begin
					doorOpen2 <= 1;
					currentTask2 <= 0;
				end
			end
			else begin
				state <= 1;
				doorOpen1 <= 1;
				currentTask1 <= 0;
				if (currentTask2 == currentFloor2 || currentTask2 == currentFloor2 - 1 || currentTask2 == currentFloor2 + 1) begin
					state <= 0;
					doorOpen2 <= 1;
					currentTask2 <= 0;
				end
			end
			if (i > 1) state <= 1;
		end
		else if (currentTask2 == 0) begin
			currentTask2 <= taskPool[0];		
			taskPool[0] <= taskPool[1];				
			taskPool[1] <= taskPool[2];				
			taskPool[2] <= taskPool[3];				
			taskPool[3] <= taskPool[4];
			taskPool[4] <= taskPool[5];
			taskPool[5] <= taskPool[6];
			taskPool[6] <= taskPool[7];
			taskPool[7] <= 0;
			j <= 0;
			if (currentTask1 > currentFloor1) currentFloor1 <= currentFloor1 + 1;
			else if (currentTask1 < currentFloor1) currentFloor1 <= currentFloor1 - 1;
			if (taskPool[0] != 0) begin
				i <= i - 1;
				state <= 1;
				doorOpen2 <= 0;
				if (taskPool[0] > currentFloor2) currentFloor2 <= currentFloor2 + 1;
				else if (taskPool[0] < currentFloor2) currentFloor2 <= currentFloor2 - 1;	
				if ((taskPool[0] == currentFloor2 || taskPool[0] == currentFloor2 - 1 ||taskPool[0] == currentFloor2 + 1) &&
					 (currentTask1 == currentFloor1 || currentTask1 == currentFloor1 - 1 || currentTask1 == currentFloor1 + 1)) begin
					if (i == 1) state <= 0;
					doorOpen1 <= 1;
					doorOpen2 <= 1;
					currentTask1 <= 0;
					currentTask2 <= 0;
				end
				else if (taskPool[0] == currentFloor2 || taskPool[0] == currentFloor2 - 1 ||taskPool[0] == currentFloor2 + 1) begin
					doorOpen2 <= 1;
					currentTask2 <= 0;
				end
				else if (currentTask1 == currentFloor1 || currentTask1 == currentFloor1 - 1 || currentTask1 == currentFloor1 + 1) begin
					doorOpen1 <= 1;
					currentTask1 <= 0;
				end
			end
			else begin
				state <= 1;
				doorOpen2 <= 1;
				currentTask2 <= 0;
				if (currentTask1 == currentFloor1 || currentTask1 == currentFloor1 - 1 || currentTask1 == currentFloor1 + 1) begin
					state <= 0;
					doorOpen1 <= 1;
					currentTask1 <= 0;
				end
			end
			if (i > 1) state <= 1;
		end
		else begin
			state <= 1;
			j <= 0;
			if (currentTask1 > currentFloor1) currentFloor1 <= currentFloor1 + 1;
			else if (currentTask1 < currentFloor1) currentFloor1 <= currentFloor1 - 1;
			if (currentTask2 > currentFloor2) currentFloor2 <= currentFloor2 + 1;
			else if (currentTask2 < currentFloor2) currentFloor2 <= currentFloor2 - 1;
			if ((currentTask1 == currentFloor1 || currentTask1 == currentFloor1 - 1 || currentTask1 == currentFloor1 + 1) &&
				 (currentTask2 == currentFloor2 || currentTask2 == currentFloor2 - 1 || currentTask2 == currentFloor2 + 1)) begin
				if (i == 0) state <= 0;
				doorOpen1 <= 1;
				doorOpen2 <= 1;
				currentTask1 <= 0;
				currentTask2 <= 0;
			end
			else if (currentTask1 == currentFloor1 || currentTask1 == currentFloor1 - 1 || currentTask1 == currentFloor1 + 1) begin
				doorOpen1 <= 1;
				currentTask1 <= 0;
			end
			else if (currentTask2 == currentFloor2 || currentTask2 == currentFloor2 - 1 ||currentTask2 == currentFloor2 + 1) begin
				doorOpen2 <= 1;
				currentTask2 <= 0;
			end
			if (i > 0) state <= 1;
		end
	end
end
endmodule
### flow/run.sh
#!/bin/bash
# OpenROAD 26Q1-2900-gdf79404cd8, Yosys 0.63+post, stock flow scripts
make -C /OpenROAD-flow-scripts/flow DESIGN_CONFIG=/design/flow/config.mk WORK_HOME=/design/flow/orfs finish
### flow/config.mk
export PLATFORM = sky130hd
export DESIGN_NAME = Elevator
export DESIGN_NICKNAME = Elevator
export VERILOG_FILES = /design/flow/design.v
export SDC_FILE = /design/flow/constraint.sdc
export NUM_CORES = 4
export LEC_CHECK = 1
export CORE_UTILIZATION = 40
### flow/constraint.sdc
current_design Elevator

set clk_period 6.4
set clk_io_pct 0.2

create_clock -name clk0 -period $clk_period [get_ports {CLK}]

set non_clock_inputs [all_inputs -no_clocks]
set_input_delay [expr $clk_period * $clk_io_pct] -clock clk0 $non_clock_inputs
set_output_delay [expr $clk_period * $clk_io_pct] -clock clk0 [all_outputs]
==> job_summary.md <==
## Implementation flow summary

| Metric | Value |
|---|---|
| Reg clk slew, reported paths | 0.07 ns |
| FF-to-FF Start | i[20] |
| Gr ovfl total | 0 |
| Final hold violation count | 0 |
| Setup bufs post-CTS | 0 |
| Worst Path Max Fanout | 19 |
| Top Metal Used | met4 |
| Latency at later pin | 0.44 ns |
| Drt initial violations | 1261 |
| Fraction of layout cells with a size suffix above 1 | 7.84% |
| Synthesis Warnings | 1 |
| Post-Synthesis Cell Area | 12500 um^2 |
| Synth top area share | 18.7% |
| Crit path launch type | input port |
| Hold Crit Start | listBusy |
| Slew @ Worst Pin | 0.911 ns |
| I/O pin count | 23 |
| Tool warnings | 39 |
| Syn Inst Count | 1560 |
| WS Path Type | input port to flop |
| # DRC | 0 |
| Max transition margin | 39.1% |
| CP arrival | 5.05 ns |
| Routed Antenna Nets | 0 |
| Leakage | 4.67 nW |
| Synth Flop Type | edfxtp_1 |
| Place WS | 1.09 ns |
| Root Driver | clkbuf_16 |
| Syn Area/Cell | 8.03 um^2 |
| # diodes | 0 |
| Number of I/O port buffers | 22 |
| Final worst setup slack | 1.43 ns |
| All-Layer GR Usage | 29.2% |
| WL final | 44.8 mm |
| P_sw | 3.93 mW |
| Max Buffers Root-to-Sink | 2 |
| Met3 WL | 3.86 mm |
| Post-synth EDFFs | 78 |
| Post-route insts no fill | 1939 |
| Tightest Hold Check Type | flop to flop |
| Metal2 WL | 20.6 mm |
| FFs w/ async S/R, synth | 0% |
| Most frequent logic cell in the layout | nor2_1 |
| Setup TNS | 0 ns |
| CTS tree | done |
| Max-cap violation count | 0 |
| Seq/Total Area, Yosys | 25.4% |
| Count of cell types in the netlist | 93 |
| Yosys synthesis chip area | 12500 um^2 |
| Cts-stage hold buffer count | 0 |
| Seq cells post-synth | 120 |
| Core Region | 30700 um^2 |
| Vias in the first global route | 11900 |
| Synth area leader | edfxtp_1 |
| FP Rows | 64 |
| Peak VDD IR | 0.000285 V |
| Final worst path period need | 4.97 ns |
| Power density cells | 560 nW/um^2 |
| Global-route wire length before repair | 69.2 mm |
| Gate power share | 59.0% |
| Chip Width | 179 um |
| Setup violations, final | 0 |
| WP data required | 6.48 ns |
| FMAX | 201 MHz |
| Critical path origin | mode[1] |
| Hpwl dp | 32.7 mm |
| DIE AREA | 32000 um^2 |
| Post-Route Skew | 0.0150 ns |
| Area Overhead vs Synth | 8.73% |
| Commonest cells after routing, fill and taps aside | nor2_1 (141), nand2_1 (128), o21ai_0 (84), edfxtp_1 (78), xnor2_1 (75) |
| Switching Share | 51.5% |
| Clock power share | 12.7% |
| Fin crit share | 77.7% |
| Int Power | 3.70 mW |
| Post-CTS sizing | 0 |
| Via count | 12800 |
| Cts bufs inserted | 17 |
| Initial antenna violation count | 0 |
| # H-tree levels | 4 |
| Final RePlAce weighted congestion | 1.02 |
| WL/cell | 23.1 um |
| Clock Sink Count | 120 |
| Drt via density | 6.59 |
| Cells in synth_stat.txt | 1560 |
| Biggest area cells | edfxtp_1 (19%), ha_1 (7.2%), dfxtp_1 (6.7%) |
| Post-placement cell count | 1907 |
| Seq pwr share | 28.4% |
| Die Y | 179 um |
| DRT Pass-1 Iters | 5 |
| Slew Limit Fails | 0 |
| Init Core Util | 40.8% |
| Status | finished, final reports clean |
| Critical path endpoint category | flop |
| M1 WL | 18.8 mm |
| Largest net degree at the start of global routing | 40 |
| RSZ-0062 raised after global routing | false |
==> routing by layer <==
metal / GRT usage, % / vias to the layer above
met5: 0 / -
met3: 6.05 / 125
met4: 9.18 / 0
met1: 41.8 / 6088
li1: - / 5935
met2: 45.0 / 626
==> Yosys cell counts, types with 15 or more instances <==
| cell type | n |
|---|---|
| nor2_1 | 141 |
| nand2_1 | 128 |
| o21ai_0 | 84 |
| edfxtp_1 | 78 |
| a21oi_1 | 75 |
| xnor2_1 | 75 |
| ha_1 | 72 |
| clkbuf_1 | 71 |
| inv_1 | 71 |
| nand3_1 | 61 |
| nor3_1 | 52 |
| o22ai_1 | 50 |
| dfxtp_1 | 42 |
| nand4_1 | 38 |
| xor2_1 | 31 |
| o221ai_1 | 29 |
| o211ai_1 | 24 |
| a22oi_1 | 23 |
| nor4_1 | 23 |
| a21o_1 | 22 |
| o21a_1 | 21 |
| and3_1 | 20 |
| nor2b_1 | 20 |
| mux2i_1 | 19 |
| a31oi_1 | 18 |
| buf_2 | 18 |
| and4_1 | 15 |
==> worst max-delay path, cell delays in order <==
cell and delay, ns:
clkdlybuf4s50_1 0.63, ha_1 0.73, nor4b_2 0.57, o41a_1 0.30
nand2_1 0.17, o211ai_1 0.68, a41o_1 0.16, a21oi_1 0.04
o21ai_0 0.49
==> final timing paths <==
check / cells after the start / slack (ns) / endpoint
worst max-delay path: 9 / 1.43 / taskPool[0][2]
worst min-delay path: 1 / 0.45 / listBusy
worst max register to register: 7 / 2.40 / taskPool[2][0]
worst min register to register: 1 / 0.45 / listBusy
==> flip-flops by register name, summed over array words and instances, names as in the netlist <==
signal and cells:
state 1, i 32, j 32, listBusy 1
doorOpen2 1, currentTask1 4, listingLeds 4, doorOpen1 1
taskPool 32, currentFloor1 4, currentTask2 4, currentFloor2 4
==> kinds of logic (layout without fill, tap and decap cells) <==
logic type | count (synthesis) | after routing | synth area share (%)
flops | 120 | 120 | 25.4
fa+ha+maj | 72 | 72 | 7.19
xor+xnor | 106 | 106 | 7.41
compound gates | 483 | 483 | 27.1
mux | 29 | 29 | 3.16
buf+inv | 176 | 159 | 5.79
simple gates | 574 | 574 | 23.9
==> metrics by stage <==
stage	util, %	cell area, um^2	power, mW	hold slack (ns)
after global routing	44.4	13600	8.14	0.481
after global placement	42.5	13000	6.51	0.431
after floorplan	-	12500	5.17	0.403
final	44.4	13600	7.62	0.453
after CTS	44.4	13600	7.55	0.458
after detailed placement	42.5	13000	6.55	0.442
==> power groups by stage <==
stage	clock network [mW]	registers [mW]	logic [mW]
CTS	0.986	2.14	4.42
global route	1.01	2.21	4.92
finish	0.965	2.16	4.50
==> layout make-up <==
type / count / area, um^2
repair buffers: 54 / 460
flip-flops and latches: 120 / 3180
well taps: 396 / 495
fillers: 3045 / 17100
clock inverters: 14 / 123
multi-input cells: 1264 / 8630
clock buffers: 18 / 450
inverters: 73 / 274
Power and IR drop assume default switching activity.
